**flow/run.sh**
```bash
#!/bin/bash
# OpenROAD 26Q1-2900-gdf79404cd8, Yosys 0.63+post, stock flow scripts
make -C /OpenROAD-flow-scripts/flow DESIGN_CONFIG=/design/flow/config.mk WORK_HOME=/design/flow/orfs finish
```
**flow/config.mk**
```make
export PLATFORM = sky130hd
export DESIGN_NAME = Alu
export DESIGN_NICKNAME = Alu
export VERILOG_FILES = /design/flow/design.v
export SDC_FILE = /design/flow/constraint.sdc
export NUM_CORES = 4
export LEC_CHECK = 1
export CORE_UTILIZATION = 50
```
**flow/constraint.sdc**
```tcl
current_design Alu

set clk_period 16.0
set clk_io_pct 0.2

create_clock -name clk0 -period $clk_period

set non_clock_inputs [all_inputs -no_clocks]
set_input_delay [expr $clk_period * $clk_io_pct] -clock clk0 $non_clock_inputs
set_output_delay [expr $clk_period * $clk_io_pct] -clock clk0 [all_outputs]
```
**flow/design.v**
```verilog
module Alu(op, a, b, out , zero);
    input [2:0] op;
    input [31:0] a, b;
    output reg [31:0] out;
    output zero;
    assign zero = (out == 32'b0);
    always @(op, a, b)begin
        out = 32'b0;
        case (op)
            3'b000: out = a+b;
            3'b001: out = a-b;
            3'b010: out = a&b;
            3'b011: out = a|b;
            3'b100: out = a^b;
        endcase
    end
endmodule
```
==> results.txt <==
yosys + openroad results -> final max-slew violation count=0, Slew Limit Headroom=between 50% and 60%, Post-Syn Instances=638, initial DRC count=around 230, Log Warnings=66, CP Launch Point=b[4], IO Pins=~100, Worst VDD drop=0.0185 mV, syn avg cell area=6.81 µm², PostCTS Resize Cnt=0, Seq share, synth=0%, initial antenna violation count=0, vias in the first global route=4258, CP Data Arrival Time=9.16 ns, core footprint=8300 µm², Final GP Congestion=slightly above 0.9, YS chip area=about 4300 µm², first-pass GRT wire length=roughly 21000 µm, Logic cell area=3970 µm², routed len/inst=around 16 µm, number of diodes=0, fin crit share=between 70 and 80%, Area Growth Syn to Fin=24.5%, routed wire length=roughly 13000 µm, Power Density=37.7 nW/µm², RSZ-0062 raised after global routing=false, largest net degree at the start of global routing=51, crit path capture type=output pin, number of post-CTS setup repair buffers=0, min-delay src=op[1], Row Count=33, die height=~95 µm, post-synthesis cell area=4350 µm², synth warn=1, WS Path Type=input port to output pin, setup TNS=0 ns, Setup violations, final=0, Total GRT Usage=roughly 29%, Finished Core Util=65.2%, Top Layout Cells=clkdlybuf4s50_1, ha_1, inv_1, Flop area=0 µm², hold buffer count at cts=0, Core Util at FP=~52%, number of clock buffers in the layout=0, Cell Type Count=63, number of max-cap violations=0, WP data required=12.80 ns, fmax=0.0809 GHz, static leakage=0.00238 µW, # Cells Yosys=~640, Hold/Removal Path Class=input port to output pin, First-pass DRT Iterations=5, # DRC=0, Die ar.=9070 µm², global route overflow=0, total number of vias=4784, status=complete, no violations, Filler cells=733, most frequent logic cell in the layout=clkdlybuf4s50_1, Flop Count=0, final antenna-violating net count=0, critical path startpoint category=input port, PortBufs=100, Crit Path Max Fanout=6, crit path to=zero, layout cells sized above 1=3.08%, Chip Width=95.3 µm, vias per cell=5.83, Tightest Pin Transition=approximately 0.73 ns, DP HPWL=between 10000 and 15000 µm, min Tclk post-route=~12 ns, Hold Vio Cnt, Final=0
[power breakdown]
group          switching [µW]  internal, µW
Sequential                  0             0
Clock                       0             0
Combinational             107          97.1
Total                     107          97.1
[per-stage QoR]
stage / instances / worst slack [ns] / cell area [µm²] / power, µW / hold WS [ns]
floorplan: 638 / 5.43 / 4350 / 125 / 6.59
finish: 820 / 3.64 / 5410 / 204 / 7.58
global route: 820 / 3.13 / 5410 / 227 / 7.65
CTS: 820 / 3.65 / 5410 / 203 / 7.58
global placement: 820 / 3.78 / 5410 / 201 / 7.59
detailed placement: 820 / 3.65 / 5410 / 202 / 7.58
[cells by family (layout without fill, tap and decap cells)]
| group | count (synthesis) | after routing | synth area share (%) |
|---|---|---|---|
| fa+ha+maj | 97 | 97 | 28.1 |
| compound gates | 207 | 207 | 31.3 |
| buf+inv | 100 | 177 | 8.78 |
| mux | 3 | 3 | 0.691 |
| simple gates | 182 | 182 | 21.3 |
| xor+xnor | 49 | 49 | 9.87 |
[cell type report]
cell class | instances | area share, %
timing repair buffer | 107 | 19.5
inverter | 70 | 4.85
tap | 105 | 2.43
multi-input combinational | 538 | 73.3
[metal layers]
metal  track usage, %  share of wire [%]  vias up
met1             42.6                 48     2155
met2             48.3                 45      146
met3            0.730                5.8        8
met4             2.65               0.89        0
met5                0                  0        -
li1                 -                  -     2475
[cells in the mapped netlist, types with 5 or more instances]
| master | instances | share of area, % |
|---|---|---|
| a21o_1 | 11 | 1.9 |
| nand4_1 | 13 | 1.9 |
| inv_1 | 70 | 6.0 |
| a31oi_1 | 13 | 1.9 |
| clkbuf_1 | 23 | 2.0 |
| o221ai_1 | 6 | 1.2 |
| o21a_1 | 5 | 0.86 |
| ha_1 | 96 | 28 |
| nor4_1 | 8 | 1.2 |
| a22oi_1 | 6 | 1.0 |
| nor3_1 | 14 | 1.6 |
| nor2b_1 | 9 | 1.3 |
| xnor2_1 | 40 | 8.1 |
| xor2_1 | 9 | 1.8 |
| nand3_1 | 8 | 0.92 |
| a21oi_1 | 51 | 5.9 |
| nand2_1 | 50 | 4.3 |
| o31ai_1 | 7 | 1.2 |
| o21ai_0 | 48 | 5.5 |
| a211oi_1 | 19 | 3.3 |
| buf_2 | 5 | 0.58 |
| nor2_1 | 47 | 4.1 |
[worst min path at each step]
| stage | cells past startpoint | to |
|---|---|---|
| CTS | 3 | out[1] |
| global route | 3 | out[1] |
| finish | 3 | out[1] |
[critical path: stages]
cell             delay [ns]
clkdlybuf4s50_1        0.48
nor4_1                 0.51
and2_1                 0.26
nand3_1                0.10
or4_1                  0.53
or3_1                  0.45
o41ai_1                0.32
xnor2_1                0.17
ha_1                   0.31
a21oi_1                0.34
nor2b_1                0.08
o21a_1                 0.17
o41ai_1                0.41
o21ai_0                0.20
xnor2_1                0.17
o21ai_0                0.13
nor4_1                 0.32
nand4_1                0.21
nor4_2                 0.29
clkdlybuf4s50_1        0.49
Power figures rest on the tool's default switching activity, not on a simulated workload.
