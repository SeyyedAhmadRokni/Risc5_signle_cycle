**design/flow/config.mk**
```make
export PLATFORM = sky130hd
export DESIGN_NAME = Mux4
export DESIGN_NICKNAME = Mux4
export VERILOG_FILES = /design/flow/design.v
export SDC_FILE = /design/flow/constraint.sdc
export NUM_CORES = 4
export LEC_CHECK = 1
export CORE_AREA = 10 10 76 76
export DIE_AREA = 0 0 86 86
```
**design/flow/run.sh**
```bash
#!/bin/bash
# OpenROAD 26Q1-2900-gdf79404cd8, Yosys 0.63+post, stock flow scripts
make -C /OpenROAD-flow-scripts/flow DESIGN_CONFIG=/design/flow/config.mk WORK_HOME=/design/flow/orfs finish
```
**design/flow/constraint.sdc**
```tcl
current_design Mux4

set clk_period 1.0
set clk_io_pct 0.2

create_clock -name clk0 -period $clk_period

set non_clock_inputs [all_inputs -no_clocks]
set_input_delay [expr $clk_period * $clk_io_pct] -clock clk0 $non_clock_inputs
set_output_delay [expr $clk_period * $clk_io_pct] -clock clk0 [all_outputs]
```
**design/flow/design.v**
```verilog
module Mux4(a1, a2, a3, a4, cnt, out);
    input [31:0] a1, a2, a3, a4;
    input [1:0] cnt;
    output [31:0] out;
    assign out = cnt[1] ? (cnt[0] ? a4 : a3) : cnt[0] ? a2 : a1;
endmodule
```
==> metrics.cfg <==
[die]
fp_util_pct = 19.8
die-area_um2 = 7400
rows = 23
coreArea_um2 = 4120
die_w_um = 86
ios = 162
die_h_um = 86

[setup_path]
slowest_stage = mux4_2
critical_path_arrival_ns = 1.16
crit_family = multiplexers
cp.depth = 5
cp-end-kind = primary output
start_kind = input port
crit_fanout = 5
cp_num_buf_inv = 4
path_cells = buf_12 -> buf_16 -> buf_6 -> mux4_2 -> buf_2
slowest_delay_ns = 0.49
critPathRequiredTime_ns = 0.80
path_class = input port to primary output

[detailed_routing]
wl_per_cell_um = 23.5
first_pass_iters = 4
drt_iter0_drc = 33
ant_nets = 0
antenna_cells = 0
drc = 0
via_count = 1234
viasPerCell = 4.73
drt-total-wl_um = 6120

[power]
leakagePower_nw = 1.17
vdd.ir_drop.worst_mv = 0.166
power_density_nw_per_um2 = 370
fin_total_pwr_mw = 0.886

[final_layout]
final-seq-area_um2 = 0
syn2layout_area_growth_pct = 194
comb_area_um2 = 721
fillers = 377
seq_cell_count = 0
clkbuf_count = 0
design_area_um2 = 2400
drive_gt1_share_pct = 39.3
lay_top_cells = 128 x dlygate4sd2_1, 32 x mux4_2, 32 x buf_2, 7 x buf_12, 5 x buf_6
lay_top_count = dlygate4sd2_1

[flow_run]
tool_warnings = 36
drv_cap = 0

[yosys]
syn_avg_cell_area_um2 = 20.9
syn_inst = 39
synth.distinct_cells = 5
syn_area_um2 = 815
yosysWarnings = 0
yosys_cells = 39
yosys_area_um2 = 815
ys_seq_share_pct = 0

[placed_design]
place_area_um2 = 2470
portBuffers = 162
hpwl_um = 5280
gp_congestion = 0.864

[sta]
tightest_slew_ns = 0.103
slew_headroom_pct = 93.2
drv_slew = 0
timing.final.ws_setup_ns = -0.359
rsz0062_at_grt = true
period_used_pct = 136
fmax_mhz = 736
setup_viol = 32
timing_hold_violations_final = 0
period_needed_ns = 1.36

[outcome]
violations = negative setup slack
outcome = finished with violations

[worst_hold_path]
min_from = a3[27]
hold_class = input port to primary output
min_to = out[27]
whs_path_depth = 3

[grt]
grt_use_total_pct = 16.2
antenna_found_initial = 0
grt_pass1_wl_um = 8930
grt.overflow.total = 0
grt_pass1_vias = 1483
grt_max_degree = 17

[clock_tree]
cts_hold_buffers = 0

==> cell type report <==
class / count / area share [%]
Timing Repair Buffer: 179 / 67.3
Multi-Input combinational cell: 32 / 30.0
Tap cell: 50 / 2.61
==> through the flow <==
stage          setup TNS [ns]  setup WS (ns)  hold slack [ns]  std cells  util, %
2_1_floorplan           -2.75        -0.0916            0.486         39        -
3_3_place_gp           -28.28         -0.904             1.30        248     60.1
3_5_place_dp           -28.46         -0.908             1.30        248     60.1
4_1_cts                -10.02         -0.366            0.886        261     58.2
5_1_grt                -10.80         -0.397            0.892        261     58.3
6_report                -9.71         -0.359            0.882        261     58.3
==> cells by family (layout without fill, tap and decap cells) <==
kind of cell	count (synthesis)	count (layout)	synth area share, %
buffers and inverters	7	179	10.6
muxes	32	32	89.4
==> synth_stat cells <==
library cell	instances	area share, %
buf_12	3	7.4
mux4_2	30	83
buf_2	3	1.8
mux4_1	2	6.5
buf_6	1	1.4
==> layer usage <==
metal	GRT usage [%]	part of all wire, %	vias to the layer above
met4	0.898	0.56	0
li1	-	-	552
met1	18.2	34	586
met3	7.72	12	4
met2	28.5	53	92
met5	0	0	-
==> power by group <==
part	switching (mW)	internal, mW
logic	0.224	0.662
registers	0	0
clock network	0	0
total	0.224	0.662
==> how the worst max path moves through the flow <==
| stage | from | endpoint |
|---|---|---|
| 4_1_cts | cnt[0] | out[17] |
| 5_1_grt | cnt[0] | out[17] |
| 6_report | cnt[0] | out[17] |
==> timing repair <==
item                       in CTS  in global routing
setup endpoints to repair      32                 32
pin swaps                       0                  0
gates cloned                    4                  0
resized                       247                  1
buffers inserted                9                  0
No activity file was given, so power comes from the tool's default toggle rates.
