==> /design/flow/design.v <==
module AluController (AluOp,F3,F7,AluIn);
    parameter ADD_3 = 3'b000;
    parameter SUB_3 = 3'b000;
    parameter AND_3 = 3'b111;
    parameter OR_3 = 3'b110;
    parameter SLT_3 = 3'b010;
    parameter ADD_7 = 7'b0;
    parameter SUB_7 = 7'b0100000;
    parameter AND_7 = 7'b0;
    parameter OR_7 = 7'b0;
    parameter SLT_7 = 7'b0;
    parameter ADD =3'b000;
    parameter SUB =3'b001;
    parameter AND =3'b010;
    parameter OR =3'b011;
    parameter XOR =3'b100;
    parameter ADD_I_3 = 3'b0;
    parameter XOR_I_3 = 3'b100;
    parameter OR_I_3 = 3'b110;
    parameter SLT_I_3 = 3'b010;
    input[2:0] F3;
    input[6:0] F7;
    input[2:0] AluOp;
    output[2:0] AluIn;
    assign AluIn = AluOp == 3'b0 ? ADD : AluOp == 3'b001 ? SUB : AluOp == 3'b010 ?
            ((F3 == ADD_3 & F7 == ADD_7) ? ADD :
            (F3 == SUB_3 & F7 == SUB_7) ? SUB :
            (F3 == AND_3 & F7 == AND_7) ? AND :
            (F3 == OR_3 & F7 == OR_7) ? OR :
            (F3 == SLT_3 & F7 == SLT_7) ? SUB : 3'b111) :
            AluOp == 3'b100 ? ((F3 == XOR_I_3) ? XOR : (F3 == OR_I_3) ? OR : 3'b111) : 3'b111;
endmodule
module PcController (Jump,BrOp,IsJalr,Zero,SignBit,PcIn);
    parameter BEQ_3 = 3'b0;
    parameter BNE_3 = 3'b001;
    parameter BGE_3 = 3'b101;
    parameter BLT_3 = 3'b100;
    input Jump, Zero, SignBit, IsJalr;
    input[2:0] BrOp;
    output[1:0] PcIn;
    assign PcIn = IsJalr ? 2'b10 : ((BrOp == BEQ_3 & Zero) | Jump | (BrOp == BNE_3 & ~Zero) | (BrOp == BLT_3 & SignBit) | (BrOp == BGE_3 & ~SignBit)) ? 2'b01 : 2'b00;
endmodule
module SignControl (SignBit,SignSel);
    input SignBit;
    output SignSel;
    assign SignSel = SignBit;
endmodule
module Controller (Op,F3,F7,Zero,SignBit,AluIn,PcIn,ImmSel,RegWrite,MemWrite,ResultSel,WdSel,SignSel,AluSel,Wd2Sel);
    parameter ADD_I_3 = 3'b0;
    parameter XOR_I_3 = 3'b100;
    parameter OR_I_3 = 3'b110;
    parameter SLT_I_3 = 3'b010;
    parameter LU_I_OP =7'b0110111;
    parameter B_TYPE_OP = 7'b1100011;
    parameter SW_OP =7'b0100011;
    parameter JALR_OP =7'b1100111;
    parameter R_TYPE_OP = 7'b0110011;
    parameter I_TYPE_ARITHMATIC_OP = 7'b0010011;
    parameter LW_OP = 7'b0000011;
    parameter JAL_OP =7'b1101111;
    parameter SLT_7 = 7'b0;
    parameter SLT_3 = 3'b010;
    input Zero, SignBit;
    input [2:0] F3;
    input [6:0] Op, F7;
    output WdSel, RegWrite, MemWrite, SignSel, AluSel, Wd2Sel;
    output[1:0] ResultSel, PcIn;
    output[2:0] ImmSel, AluIn;
    wire[2:0] AluOp;
    wire Jump, IsIType, IsJalr, IsSltI, IsSlt;
    AluController AC(.AluOp(AluOp),.F3(F3),.F7(F7),.AluIn(AluIn));
    PcController PC(.Jump(Jump),.BrOp(F3),.IsJalr(IsJalr),.Zero(Zero),.SignBit(SignBit),.PcIn(PcIn));
    SignControl SC(.SignSel(SignSel),.SignBit(SignBit));
    assign Jump = Op == JAL_OP;
    assign IsSlt = Op == R_TYPE_OP & F3 == SLT_3 & F7 == SLT_7;
    assign IsSltI = (Op == I_TYPE_ARITHMATIC_OP & F3 == SLT_I_3);
    assign IsJalr = Op == JALR_OP;
    assign IsIType = Op == LW_OP | Op == I_TYPE_ARITHMATIC_OP | Op == JALR_OP;
    assign AluOp = Op == R_TYPE_OP ? 3'b010 : (Op == LW_OP | (Op == I_TYPE_ARITHMATIC_OP & F3 == ADD_I_3) | Op == JALR_OP | Op == SW_OP) ? 3'b000 : 
                   (IsSltI | Op == B_TYPE_OP) ? 3'b001 : Op == I_TYPE_ARITHMATIC_OP ? 3'b100 : 3'b111;
    assign ImmSel = IsIType ? 3'b000 :
            Op == SW_OP ? 3'b001 : Op == B_TYPE_OP ? 3'b010 : Op == JAL_OP ? 3'b011 : Op == LU_I_OP ? 3'b100 : 3'b101;
    assign RegWrite = Op == R_TYPE_OP | IsIType | Op == LU_I_OP | IsJalr | Op == JAL_OP;
    assign MemWrite = Op == SW_OP;
    assign ResultSel = Op == LW_OP ? 2'b01 : IsSlt ? 2'b10 : 2'b00;
    assign AluSel = IsIType | Op == SW_OP;
    assign Wd2Sel = Op == LU_I_OP;
    assign WdSel = Op == JALR_OP | Op == JAL_OP;
endmodule
module CA2 (clk,rst);
    input clk,rst;
    wire reg_we, mem_we, m2_1_cnt, m2_2_cnt, m2_3_cnt,m2_4_cnt,Zero,SignBit;
    wire [6:0] Op, F7;
    wire[2:0] F3, imm_op, alu_op;
    wire[1:0] m4_2_cnt, m4_1_cnt;
    DataPath Dp(.clk(clk),.rst(rst),.imm_op(imm_op),.alu_op(alu_op),.reg_we(reg_we),.mem_we(mem_we),.m4_1_cnt(m4_1_cnt),.m4_2_cnt(m4_2_cnt),.m2_1_cnt(m2_1_cnt)
            ,.m2_2_cnt(m2_2_cnt),.m2_3_cnt(m2_3_cnt),.m2_4_cnt(m2_4_cnt),.Op(Op),.F3(F3),.Zero(Zero),.SignBit(SignBit),.F7(F7));
    Controller C(.Op(Op),.F3(F3),.F7(F7),.Zero(Zero),.SignBit(SignBit),.AluIn(alu_op),.PcIn(m4_1_cnt),.ImmSel(imm_op),.RegWrite(reg_we),.MemWrite(mem_we),.ResultSel(m4_2_cnt)
    ,.WdSel(m2_2_cnt),.SignSel(m2_3_cnt),.AluSel(m2_1_cnt),.Wd2Sel(m2_4_cnt));
endmodule
==> /design/flow/run.sh <==
#!/bin/bash
# OpenROAD 26Q1-2900-gdf79404cd8, Yosys 0.63+post, stock flow scripts
make -C /OpenROAD-flow-scripts/flow DESIGN_CONFIG=/design/flow/config.mk WORK_HOME=/design/flow/orfs finish
==> /design/flow/config.mk <==
export PLATFORM = sky130hd
export DESIGN_NAME = Controller
export DESIGN_NICKNAME = Controller
export VERILOG_FILES = /design/flow/design.v
export SDC_FILE = /design/flow/constraint.sdc
export NUM_CORES = 4
export LEC_CHECK = 1
export CORE_AREA = 10 10 70 70
export DIE_AREA = 0 0 80 80
==> /design/flow/constraint.sdc <==
current_design Controller

set clk_period 3.2
set clk_io_pct 0.2

create_clock -name clk0 -period $clk_period

set non_clock_inputs [all_inputs -no_clocks]
set_input_delay [expr $clk_period * $clk_io_pct] -clock clk0 $non_clock_inputs
set_output_delay [expr $clk_period * $clk_io_pct] -clock clk0 [all_outputs]
==> ci_impl_report.md <==
### Flow metrics

| Metric | Value |
|---|---|
| Worst Hold Launch | `Op[0]` |
| Gpl congestion | `~0.78` |
| Total grt overflow | `0` |
| DR vias | `around 620` |
| F_max | `~320 MHz` |
| Port bufs | `35` |
| Top cells by area | `nand2_1 (8.1%), nor4_1 (7.5%), mux2i_1 (7.2%)` |
| Crit. End Element | `output pin` |
| Utilization after layout | `0.2707` |
| Placed cells | `about 160` |
| Initial DRC Count | `roughly 65` |
| Synth cell types | `31` |
| Status | `finished, final reports clean` |
| Max-area cell share | `0.08060` |
| Critical path class | `primary input to output pin` |
| Post-Layout Cell Count | `156` |
| Area leader, netlist | `nand2_1` |
| Rows | `21` |
| Vias in the first global route | `about 660` |
| TritonRoute pass-1 iters | `2` |
| Placed instance area | `878.3 sq um` |
| Io pins | `35` |
| Worst-path maximum fanout | `4` |
| Final setup violation count | `0` |
| Pwr dens | `just over 80 nW/um^2` |
| Setup_tns | `0 ps` |
| Clock Buffer Count | `0` |
| Slew @ Worst Pin | `381.5 ps` |
| Sequential standard cell area | `0 sq um` |
| Rel. slew slack | `0.7433` |
| Cell count after synthesis | `~70` |
| ANT nets after route | `0` |
| Drt via density | `3.974` |
| DIE WIDTH | `roughly 80 um` |
| Synth warn | `0` |
| Max-cap viol count | `0` |
| # DRC | `0` |
| First-pass GRT wire length | `between 3000 and 4000 um` |
| Register area share after synthesis | `0` |
| Avg WL per Cell | `approximately 12 um` |
| N_diodes | `0` |
| Hold worst-path end | `RegWrite` |
| Routed wire length | `around 1900 um` |
| Avg Cell Area, Syn | `around 6.1 sq um` |
| Tool Warnings | `32` |
| Leakage power | `~0.38 nW` |
| Crit path time final | `between 3000 and 4000 ps` |
| Postcts setup bufs | `0` |
| Critical Path Source Type | `primary input` |
| Die Y | `around 80 um` |
| DP Wirelength | `around 1700 um` |
| Post-route clock period utilization | `0.9725` |
| Most frequent cell after synthesis | `nand2_1` |
| Post-Syn Area | `~420 sq um` |
| Synth cell count leaders | `nand2_1 (9), nor2_1 (7), a21oi_1 (5), nor4_1 (5)` |
| Initial antenna violation count | `0` |
| CP arrival | `between 2000 and 2500 ps` |
| RSZ-0062 raised after global routing | `false` |
| Yosys cell count | `69` |
| Synthesis-to-layout area growth | `120.6%` |
| Global Route Usage Sum | `0.05819` |
| Hold WC Path Type | `primary input to output pin` |
| Crit path DRT | `~2600 ps` |
| Initial Utilization | `0.1227` |
| Hold path depth | `4` |
| Flip-flops | `0` |
| Largest net degree at the start of global routing | `12` |
| Yosys stat chip area | `between 400 and 500 sq um` |
| Chip area | `roughly 6400 sq um` |
| Hold buffers post-CTS | `0` |
| Core area | `3416 sq um` |
| Finished Cell Area | `924.6 sq um` |
| Share of post-route cells with drive strength above 1 | `0.2091` |
| Final Hold Vio Count | `0` |
| Max-slew violations | `0` |
| VDD IR max | `around 0.000016 V` |
==> report_power, final <==
group	internal, mW	switching [mW]	leakage, nW
clock	0	0	0
sequential	0	0	0
combinational	0.0458	0.0311	0.376
total	0.0458	0.0311	0.376
==> cell type report <==
type	instances	area, sq um
inverters	3	11.26
multi-input cells	60	405.4
well taps	46	57.56
fillers	372	2491
repair buffers	47	450.4
==> cell families (layout without fill, tap and decap cells) <==
| family | Yosys count | after routing | synth area share |
|---|---|---|---|
| simple gates | 41 | 41 | 0.5552 |
| xor+xnor | 2 | 2 | 0.04180 |
| mux | 3 | 3 | 0.07164 |
| compound gates | 14 | 14 | 0.2120 |
| buf+inv | 9 | 50 | 0.1194 |
==> critical path: stages <==
cell and delay, ps:
clkdlybuf4s50_1 510, nand3b_1 130, or4_4 560, o22ai_2 170
nor2_1 50, clkdlybuf4s50_1 400
==> worst max path at each step <==
stage	startpoint	to	slack (ps)
after CTS	Op[2]	AluIn[0]	0.6
after global routing	Op[1]	AluIn[2]	10
final	Op[1]	AluIn[2]	90
==> metal layers <==
metal | up-vias | wire length [um] | GRT usage
li1 | 332 | - | -
met1 | 272 | 781 | 0.06658
met2 | 16 | 966 | 0.1083
met3 | 0 | 179 | 0.01818
met4 | 0 | 0 | 0
met5 | - | 0 | 0
==> stage by stage <==
step                hold WS (ps)  setup slack, ps  power, mW
floorplan                   1295            711.2    0.02800
global placement            2133           -82.21    0.07526
detailed placement          2127           -86.37    0.07563
CTS                         2135           0.6291    0.07580
global route                2086            14.05    0.08504
finish                      2016            87.94    0.07687
==> layout by cell type (no fill, tap or decap), types with 2 or more instances in the layout <==
master / synthesis / routed
clkdlybuf4s50_1: 0 / 28
buf_4: 2 / 12
nand2_1: 9 / 9
nor2_1: 7 / 7
a21oi_1: 5 / 5
dlymetal6s2s_1: 0 / 5
nor4_2: 0 / 4
nor3_1: 3 / 3
inv_1: 3 / 3
mux2i_1: 3 / 3
or2_2: 2 / 2
nor2b_1: 2 / 2
xnor2_1: 2 / 2
o21ai_0: 3 / 2
nor4bb_1: 2 / 2
nand4_1: 2 / 2
dlygate4sd2_1: 0 / 2
==> what timing repair did <==
action,CTS,global route
endpoints found under the setup margin,3,4
gates resized,3,11
cloned,0,0
pin swaps,1,4
Power and IR drop assume default switching activity.
